[flow/design.v]
module elevator_controller #(
  parameter N = 8,
  parameter NUM_CLK_DELAY = 1024
  )(
  input                    clk,     
  input                    rst_n,   
  input  [N-1:0]           button_up,
  input  [N-1:0]           button_down,
  input                    button_close,
  input                    button_open,
  input  [N-1:0]           button_select_floor,
  input  [N-1:0]           floor_sensor,
  input                    overweight_sensor,
  input                    fire_alert,
  output                   close_door,
  output                   open_door,
  output                   motor_up,
  output                   motor_down,
  output                   direction_up,
  output                   direction_down
);
wire cnt_eq_0, dec_cnt, init_cnt;
wire [2:0] current_floor;
control_unit #(.N(N)) control_dut(
.clk                (clk),
.rst_n              (rst_n),
.button_up          (button_up),
.button_down        (button_down),
.button_close       (button_close),
.button_open        (button_open),
.button_select_floor(button_select_floor),
.floor_sensor       (floor_sensor),
.overweight_sensor  (overweight_sensor),
.fire_alert         (fire_alert),
.cnt_eq_0           (cnt_eq_0),
.close_door         (close_door),
.open_door          (open_door),
.current_floor      (current_floor),
.motor_up           (motor_up),
.motor_down         (motor_down),
.direction_up       (direction_up),
.direction_down     (direction_down),
.dec_cnt            (dec_cnt),
.init_cnt           (init_cnt)
  );
datapath #(.NUM_CLK_DELAY(NUM_CLK_DELAY)) datapath_dut(
.clk     (clk),
.rst_n   (rst_n),
.dec_cnt (dec_cnt),
.init_cnt(init_cnt),
.cnt_eq_0(cnt_eq_0)
  );
endmodule
module control_unit #(
  parameter N = 8
  )(
  input                         clk,     
  input                         rst_n,   
  input       [N-1:0]           button_up,
  input       [N-1:0]           button_down,
  input                         button_close,
  input                         button_open,
  input       [N-1:0]           button_select_floor,
  input       [N-1:0]           floor_sensor,
  input                         overweight_sensor,
  input                         fire_alert,
  input                         cnt_eq_0,
  output reg                    close_door,
  output reg                    open_door,
  output reg  [$clog2(N)-1:0]   current_floor,
  output reg                    motor_up,
  output reg                    motor_down,
  output reg                    direction_up,
  output reg                    direction_down,
  output reg                    dec_cnt,
  output reg                    init_cnt
);
  localparam  CHECK = 2'b00,
              UP    = 2'b01,
              DOWN  = 2'b10,
              OPEN  = 2'b11;
reg [1:0] state, next_state;
reg rq_at_lower, rq_at_higher, rq_at_curr, up_rq_curr, down_rq_curr;
reg [N-1:0] rq_floor;
reg down_floor, up_floor;
reg [$clog2(N)-1:0] current_floor_reg;
integer i;
always @(posedge clk or negedge rst_n) begin : proc_state
  if(~rst_n) begin
    state <= 0;
  end else begin
    state <= next_state;
  end
end
always @(posedge clk or negedge rst_n) begin : proc_current_floor_reg
  if(~rst_n) begin
    current_floor_reg <= 0;
  end else begin
    if (current_floor_reg != current_floor) begin
      current_floor_reg <= current_floor;
    end
  end
end
always @(*) begin
 if (current_floor == current_floor_reg + 1) begin
   up_floor = 1;
 end else begin
  up_floor = 0;
 end
 if (current_floor == current_floor_reg - 1) begin
   down_floor = 1;
 end else begin 
  down_floor = 0;
 end 
end
always @(posedge clk or negedge rst_n) begin : proc_direction_up
  if(~rst_n) begin
    direction_up <= 0;
    direction_down <= 0;
  end 
  else if (up_floor) begin
    if (current_floor != N-1) begin
      direction_up <= 1;
      direction_down <= 0;
    end else begin 
      direction_up <= 0;
      direction_down <= 0;
    end
  end 
  else if (down_floor) begin
    if (current_floor != 0) begin
      direction_up <= 0;
      direction_down <= 1;
    end else begin 
      direction_up <= 0;
      direction_down <= 0;
    end
  end
  else if (direction_up) begin
    if (up_rq_curr | rq_at_higher)begin 
      direction_up <= 1;
      direction_down <= 0;
    end else begin 
      direction_up <= 0;
      direction_down <= 0;
    end
  end
  else if (direction_down) begin
    if (down_rq_curr | rq_at_lower)begin 
      direction_up <= 0;
      direction_down <= 1;
    end else begin 
      direction_up <= 0;
      direction_down <= 0;
    end
  end
  else begin 
    direction_up <= 0;
    direction_down <= 0;
  end
end
always @(*) begin
  for (i = 0; i < N; i=i+1) begin
    if (floor_sensor[i]==1) begin
      current_floor = i;
    end
  end
end
always @(*) begin
  rq_at_curr = 0;
  up_rq_curr = 0;
  down_rq_curr = 0;
  rq_at_lower = 0;
  rq_at_higher = 0;
  for (i = 0; i < N; i=i+1) begin
    rq_floor[i] = button_select_floor[i] | button_up[i] | button_down[i];
  end
  for (i = 0; i < N; i=i+1) begin
    if (rq_floor[i] == 1) begin
      if(current_floor == i) begin 
        rq_at_curr = 1;
        if (button_up[i]) begin
          up_rq_curr = 1;
        end
        if (button_down[i]) begin
          down_rq_curr = 1;
        end
      end
      if(current_floor > i) rq_at_lower = 1;
      if(current_floor < i) rq_at_higher = 1;
    end
  end
end
always @(*) begin
  close_door = 0;
  open_door = 0;
  motor_up = 0;
  motor_down = 0;
  dec_cnt = 0;
  init_cnt = 0;
  next_state = CHECK;
  case (state)
  CHECK: begin
    if (fire_alert) begin
      next_state = OPEN;
    end
    else if (rq_at_curr) begin
      if (up_rq_curr) begin
        if (direction_down != 1) begin
          next_state = OPEN;
          init_cnt = 1;
        end else next_state = CHECK;
      end 
      else if (down_rq_curr) begin
        if (direction_up != 1) begin
          next_state = OPEN;
          init_cnt = 1;
        end
      end 
      else begin 
        next_state = OPEN;
        init_cnt = 1;
      end 
    end 
    else if (rq_at_higher) begin
        if (direction_down != 1) begin
          next_state = UP;
        end
    end
    else if (rq_at_lower) begin
        if (direction_up != 1) begin
          next_state = DOWN;
        end else next_state = CHECK;
    end 
    else begin 
        next_state = CHECK;
    end
  end
  OPEN: begin 
    close_door = 0;
    open_door = 1;
    if (overweight_sensor) begin
      next_state = OPEN;
    end else if (button_open) begin
      next_state = OPEN;
    end else if (button_close) begin
      close_door = 1;
      open_door = 0;
      next_state = CHECK;
    end else if (cnt_eq_0) begin
      close_door = 1;
      open_door = 0;
      next_state = CHECK;
    end else begin 
      dec_cnt = 1;
      next_state = OPEN;
    end
  end
  UP: begin 
    motor_up = 1;
    if (up_floor) begin
      next_state = CHECK;
    end else next_state = UP;
  end
  DOWN: begin 
    motor_down = 1;
    if (down_floor) begin
      next_state = CHECK;
    end else next_state = DOWN;
  end
  endcase
end
endmodule
module datapath #(
  parameter NUM_CLK_DELAY = 1024
  )(
  input clk,
  input rst_n,
  input dec_cnt,
  input init_cnt,
  output cnt_eq_0
);
reg [NUM_CLK_DELAY-1:0] cnt;
always @(posedge clk or negedge rst_n) begin
  if(~rst_n) begin
    cnt <= 0;
  end else begin
    if (init_cnt) begin
      cnt <= NUM_CLK_DELAY;
    end else if (dec_cnt) begin
      cnt <= cnt - 1;
    end
  end
end
assign cnt_eq_0 = cnt==0;
endmodule
[flow/run.sh]
#!/bin/bash
# OpenROAD 26Q1-2900-gdf79404cd8, Yosys 0.63+post, stock flow scripts
make -C /OpenROAD-flow-scripts/flow DESIGN_CONFIG=/design/flow/config.mk WORK_HOME=/design/flow/orfs finish
[flow/config.mk]
export PLATFORM = sky130hd
export DESIGN_NAME = elevator_controller
export DESIGN_NICKNAME = elevator_controller
export VERILOG_FILES = /design/flow/design.v
export SDC_FILE = /design/flow/constraint.sdc
export NUM_CORES = 4
export LEC_CHECK = 1
export CORE_UTILIZATION = 50
[flow/constraint.sdc]
current_design elevator_controller

set clk_period 106.6
set clk_io_pct 0.2

create_clock -name clk0 -period $clk_period [get_ports {clk}]

set non_clock_inputs [all_inputs -no_clocks]
set_input_delay [expr $clk_period * $clk_io_pct] -clock clk0 $non_clock_inputs
set_output_delay [expr $clk_period * $clk_io_pct] -clock clk0 [all_outputs]
==> job_summary.md <==
## Implementation flow summary

| Metric | Value |
|---|---|
| Postcts setup bufs | 0 |
| CP required | 85.28 ns |
| Top Ports | 44 |
| Drt first pass iters | 6 |
| Worst R2R Setup Slack | 99.00 ns |
| Chip area | 0.136 mm² |
| Total Routing Usage GR | 0.537 |
| Leak Pwr | 37.3 nW |
| Number of enable flip-flop cells | 0 |
| Synth-to-layout area growth | 12.4% |
| Cell chain of the critical path | clkdlybuf4s50_1, nor2_1, o21ai_0, nor2_1, clkdlybuf4s50_1 |
| DR WL/cell | 34.4 µm |
| Final setup fails | 0 |
| Ys cells | 8262 |
| Buf/Inv on CP | 2 |
| Die Height | 369 µm |
| Top-count cell post-synth | nor2_1 |
| Status | complete, no violations |
| Gpl congestion | 1.13 |
| Inst Count DP | 10100 |
| Setup crit end | close_door |
| Antenna viol nets, final | 0 |
| Clk_skew | 0.0266 ns |
| Layout Cells excl Fill | 10300 |
| Final Max Tran Viols | 0 |
| Via/cell ratio | 7.22 |
| CP max-delay cell | clkdlybuf4s50_1 |
| Die W | 369 µm |
| Register pins left without a clock | 3 |
| Largest net degree at the start of global routing | 130 |
| Tool warnings | 47 |
| Highest metal used | met5 |
| Area reported by Yosys stat | 0.0673 mm² |
| Met2 wire len | 143000 µm |
| Worst hold path startpoint | datapath_dut.cnt[107]$_DFFE_PN0P_ |
| Crit. End Element | output pin |
| Commonest cells in the netlist | nor2_1 (1223), dfrtp_1 (1032), nor3_1 (730) |
| Final min period | 44.06 ns |
| Antenna violations before repair | 14 |
| Top FF cell, synth | dfrtp_1 |
| Number of unconstrained endpoints | 6 |
| Netlist cell types | 82 |
| Worst Tran Pin Value | 1.31 ns |
| FMAX | 22.7 MHz |
| M1 WL | 122000 µm |
| First-pass GRT wire length | 504000 µm |
| Leading area contributor after synthesis | dfrtp_1 |
| Slew margin rel. | 0.122 |
| Max FFs per register | 1024 |
| Wirelength, routed | 354000 µm |
| Root buf cell | clkbuf_16 |
| Crit path max-delay family | buffers and inverters |
| Unrepaired setup endpoints after global routing | false |
| Worst Path Max Fanout | 3 |
| Vias in the first global route | 69700 |
| Detailed-route DRC error count | 0 |
| Max_cap viols | 0 |
| Fp util | 0.505 |
| CTS tree | built |
| Biggest area cells | dfrtp_1 (38%), nor2_1 (6.8%), nor4_1 (5.9%), nor3_1 (5.4%), xnor2_1 (4.6%) |
| Synth Cell Area | 0.0673 mm² |
| Worst setup SP type | input port |
| Synthesized instance count | 8262 |
| Yosys Warn Count | 2 |
| Dpl ws | 62.53 ns |
| Signal arrival time at the worst endpoint | 22.74 ns |
| Core ar. | 0.133 mm² |
| DP Wirelength | 265000 µm |
| FFs w/ async S/R, synth | 0.997 |
| Hold_buf cts | 0 |
| TNS Setup | 0 ns |
| Final setup margin | 62.54 ns |
| R2R Path End | datapath_dut.cnt[601]$_DFFE_PN0P_ |
| Crit path largest cell delay | 0.48 ns |
| Max VDD drop | 0.0335 mV |
| H-Tree Depth | 3 |
| Post-synthesis register bit count | 1036 |
| Overflow after GRT | 0 |
| Period utilization | 0.413 |
| Cell Pwr Density | 27.8 mW/mm² |
| Dominant cell area share | 0.384 |
| R2r startpoint | datapath_dut.cnt[735]$_DFFE_PN0P_ |
| Reg clk slew, reported paths | 0.06 ns |
| Hold Crit Class | flip-flop to flip-flop |
| Buffer depth of the longest clock path | 3 |
| Site Rows | 134 |
| Worst Setup SP | button_open |
| Share of layout cells above drive strength 1 | 0.0902 |
| CP Class | input port to output pin |
| Vias | 74300 |
| Post_cts resized | 0 |
| Iteration-0 DRC Markers | 9130 |
| Port bufs | 43 |
| Final Hold Vio Count | 0 |
| Avg Cell Area, Syn | 8.15 µm² |
| Met3 wire length | 53000 µm |
| Worst path depth | 5 |
| CTS Buf Count | 121 |
| R2R cell count | 15 |
| Clock Latency Late Sink | 0.79 ns |
-- per-layer routing --
layer,GRT usage,up-vias
li1,-,31300
met4,0.396,12
met1,0.676,35800
met3,0.253,1578
met5,0.00427,-
met2,0.725,5600
-- worst min path at each step --
stage / to / slack [ns] / cells after the start
CTS: datapath_dut.cnt[107]$_DFFE_PN0P_ / 0.54 / 2
global route: datapath_dut.cnt[1017]$_DFFE_PN0P_ / 0.56 / 2
finish: datapath_dut.cnt[107]$_DFFE_PN0P_ / 0.54 / 2
-- worst register-to-register path, stage by stage, from the launching register on --
cell     delay (ns)
dfrtp_1        0.44
nor4_1         0.76
nand3_1        0.75
nor3_1         0.74
buf_4          0.26
nand2_1        0.15
or3_1          0.37
buf_4          0.21
nor4b_4        0.38
buf_4          0.31
buf_12         0.54
buf_4          0.76
buf_4          0.73
or4_1          0.72
or3_1          0.22
mux2i_1        0.19
-- per-stage QoR --
step	utilization	cell area [µm²]	hold slack, ns	power (W)
5_1_grt	0.567	75600	0.564	0.00212
6_report	0.567	75700	0.537	0.00211
4_1_cts	0.567	75600	0.542	0.00201
3_5_place_dp	0.535	71500	0.528	0.00156
3_3_place_gp	0.535	71500	0.518	0.00156
2_1_floorplan	-	67300	0.484	0.000940
-- where the power goes --
group,internal [W],leakage (nW),switching (W)
clock network,0.000263,2.05,0.000188
logic,0.000307,20.8,0.000929
registers,0.000403,14.4,0.0000173
total,0.000973,37.3,0.00113
-- cells in the final DEF, fill, tap and decap left out, types with 33 or more instances in the layout --
cell type,instances
nor2_1,1221
dfrtp_1,1032
nor3_1,724
nor4_1,617
nand2_1,616
nand3_1,462
nand4_1,403
or4_1,384
or3_1,376
xnor2_1,357
buf_4,352
xor2_1,279
a21oi_1,210
nand2b_1,155
o21ai_0,138
clkbuf_16,124
mux2i_1,95
or2_2,86
and3_1,82
nor4b_1,57
o31ai_1,54
nand4b_1,52
and4_1,42
clkdlybuf4s50_1,42
o211ai_1,36
inv_1,35
a31o_2,35
and2_1,33
-- final cells by class --
class / instances / area (µm²)
fill: 11900 / 57800
tap: 1768 / 2210
clock buffer: 164 / 3420
clock inverter: 57 / 762
inverter: 35 / 131
antenna: 21 / 52.6
multi-input combinational: 6810 / 40000
sequential: 1036 / 25900
timing repair buffer: 401 / 3200
-- cells by family after synthesis --
family,count (synthesis),share of synthesized area
buffers and inverters,416,0.0238
adder cells (fa/ha/maj),3,0.000558
latches,3,0.000669
AND/OR/NAND/NOR,5489,0.439
flip-flops,1033,0.384
AND-OR/OR-AND,582,0.0537
multiplexers,100,0.0156
XOR/XNOR,636,0.0827
Power figures rest on the tool's default switching activity, not on a simulated workload.
